<file path="flow/design.v">
`timescale 1ns / 1ps
module main(clk,LCD_RS,LCD_W,LCD_E,data
    );
input clk;
output LCD_RS;
output LCD_W;
output LCD_E;
output [3:0]data;
reg LCD_W;
reg LCD_E;
reg [3:0]data;
reg [19:0]counter;
reg active;
reg [9:0]step;
reg [3:0]Data_file[77:0];
reg LCD_RS;
reg [9:0]index;
initial begin
	index<=10'b0000000000;
	counter<=20'b00000000000000000000;
	active<=0;
	LCD_E<=0;
	LCD_W<=0;
	LCD_RS<=0;
	step<=10'b0000000000;
	Data_file[0]<=4'b0011;
	Data_file[1]<=4'b0011;
	Data_file[2]<=4'b0011;
	Data_file[3]<=4'b0010;
	Data_file[4]<=4'b0010;
	Data_file[5]<=4'b1000;
	Data_file[6]<=4'b0000;
	Data_file[7]<=4'b0110;
	Data_file[8]<=4'b0000;
	Data_file[9]<=4'b1100;
	Data_file[10]<=4'b0000;
	Data_file[11]<=4'b0001;
	Data_file[12]<=4'b0101;
	Data_file[13]<=4'b0111;
	Data_file[14]<=4'b0100;
	Data_file[15]<=4'b0101;
	Data_file[16]<=4'b0100;
	Data_file[17]<=4'b1100;
	Data_file[18]<=4'b0100;
	Data_file[19]<=4'b0011;
	Data_file[20]<=4'b0100;
	Data_file[21]<=4'b1111;
	Data_file[22]<=4'b0100;
	Data_file[23]<=4'b1101;
	Data_file[24]<=4'b0100;
	Data_file[25]<=4'b0101;
	Data_file[26]<=4'b1010;
	Data_file[27]<=4'b0000;
	Data_file[28]<=4'b0101;
	Data_file[29]<=4'b0100;
	Data_file[30]<=4'b0100;
	Data_file[31]<=4'b1111;
	Data_file[32]<=4'b1010;
	Data_file[33]<=4'b0000;
	Data_file[34]<=4'b0100;
	Data_file[35]<=4'b0011;
	Data_file[36]<=4'b0101;
	Data_file[37]<=4'b0011;
	Data_file[38]<=4'b0100;
	Data_file[39]<=4'b0101;
	Data_file[40]<=4'b0010;
	Data_file[41]<=4'b1100;
	Data_file[42]<=4'b1010;
	Data_file[43]<=4'b0000;
	Data_file[44]<=4'b1100;
	Data_file[45]<=4'b0000;
	Data_file[46]<=4'b0100;
	Data_file[47]<=4'b1001;
	Data_file[48]<=4'b0100;
	Data_file[49]<=4'b1001;
	Data_file[50]<=4'b0101;
	Data_file[51]<=4'b0100;
	Data_file[52]<=4'b0100;
	Data_file[53]<=4'b0011;
	Data_file[54]<=4'b0100;
	Data_file[55]<=4'b0001;
	Data_file[56]<=4'b0100;
	Data_file[57]<=4'b1110;
	Data_file[58]<=4'b0101;
	Data_file[59]<=4'b0000;
	Data_file[60]<=4'b0101;
	Data_file[61]<=4'b0101;
	Data_file[62]<=4'b0101;
	Data_file[63]<=4'b0010;
	Data_file[64]<=4'b1010;
	Data_file[65]<=4'b0000;
	Data_file[66]<=4'b1010;
	Data_file[67]<=4'b0000;
	Data_file[68]<=4'b1010;
	Data_file[69]<=4'b0000;
	Data_file[70]<=4'b1010;
	Data_file[71]<=4'b0000;
	Data_file[72]<=4'b1010;
	Data_file[73]<=4'b0000;
	Data_file[74]<=4'b1010;
	Data_file[75]<=4'b0000;
	Data_file[76]<=4'b1010;
	Data_file[77]<=4'b0000;
end
always @(posedge clk)begin
	if(counter==1000000)begin
		counter<=20'b00000000000000000000;
		active<=1;
	end
	else begin
		active<=0;
		counter<=counter+1;
	end
end
always @(posedge active)begin
	if(index<77)begin
		if(step==10'b0000000000)begin
		step<=10'b0000000001;
			LCD_E<=1'b0;
		end
		else if(step==10'b0000000001)
		begin
			step<=10'b0000000010;
			if(index==10'b0000101100)begin
				LCD_RS<=1'b0;
			end else if(index == 10'b0000101101) begin
				LCD_RS<=1'b0;
			end else if(index<12)begin
				LCD_RS<=1'b0;
			end else begin
				LCD_RS<=1'b1;
			end
			LCD_W<=1'b0;
			data<=Data_file[index];
			index<=index+1;
		end
		else if(step==10'b0000000010)
		begin
			step<=10'b0000000000;
			LCD_E<=1'b1;
		end 
	end 
end
endmodule
</file>
<file path="flow/run.sh">
#!/bin/bash
# OpenROAD 26Q1-2900-gdf79404cd8, Yosys 0.63+post, stock flow scripts
make -C /OpenROAD-flow-scripts/flow DESIGN_CONFIG=/design/flow/config.mk WORK_HOME=/design/flow/orfs finish
</file>
<file path="flow/config.mk">
export PLATFORM = sky130hd
export DESIGN_NAME = main
export DESIGN_NICKNAME = main
export VERILOG_FILES = /design/flow/design.v
export SDC_FILE = /design/flow/constraint.sdc
export NUM_CORES = 4
export LEC_CHECK = 1
export CORE_UTILIZATION = 40
</file>
<file path="flow/constraint.sdc">
current_design main

set clk_period 3.4
set clk_io_pct 0.2

create_clock -name clk0 -period $clk_period [get_ports {clk}]

set non_clock_inputs [all_inputs -no_clocks]
set_input_delay [expr $clk_period * $clk_io_pct] -clock clk0 $non_clock_inputs
set_output_delay [expr $clk_period * $clk_io_pct] -clock clk0 [all_outputs]
</file>
==> tab_implementation.tex <==
% Implementation results table
\begin{tabular}{lr}
\hline
Metric & Value \\
\hline
\multicolumn{2}{l}{\textbf{Outcome}} \\
Status & finished clean \\
\multicolumn{2}{l}{\textbf{CTS}} \\
Clock latency of the later-clocked register in the worst-skew pair & roughly 250 ps \\
Clock transition at the registers of the reported paths & about 70 ps \\
Buffers inserted during post-CTS setup optimization & 0 \\
H-tree lvl count & 1 \\
Number of instances resized during post-cts repair & 0 \\
Maximum number of buffers from clock root to sink & 2 \\
Number of buffers created by CTS & 3 \\
Quantity of hold-fixing buffers added after cts & 0 \\
Master cell of the clock root buffer & sky130\_fd\_sc\_hd\_\_clkbuf\_8 \\
TritonCTS clock tree & done \\
\multicolumn{2}{l}{\textbf{Critical path}} \\
CP Capture Type & flip-flop \\
Max FO, Critical Path & 7 \\
Type of the worst setup path & flip-flop to flip-flop \\
Critical path launch point type & flip-flop \\
Critical Path AT & 1870 ps \\
Required time of the critical path & 3590 ps \\
\multicolumn{2}{l}{\textbf{Min path}} \\
Worst min path class & flip-flop to flip-flop \\
\multicolumn{2}{l}{\textbf{Die}} \\
Chip Height & around 76 um \\
Area of the die & between 5000 and 6000 um2 \\
Io pins & 8 \\
Die width & 76.5 um \\
Number of standard-cell rows in the floorplan & 26 \\
Effective utilization at floorplan & 42.4\% \\
Core area & between 5000 and 6000 um2 \\
\multicolumn{2}{l}{\textbf{Final timing}} \\
Final hold violation count & 0 \\
Slew at the pin closest to its max-slew limit & between 700 and 800 ps \\
RSZ-0062 raised after global routing & no \\
Maximum clock skew at final layout & slightly above 0.8 ps \\
Max Clk Rate & between 500 and 600 MHz \\
Register pins left without a clock & 18 \\
Final setup fails & 0 \\
Worst slew slack as a fraction of its limit & just under 50\% \\
Post-layout period usage of the worst path & approximately half \\
Setup TNS Final & 0 ps \\
Min Clock Period, post-route & roughly 1700 ps \\
Count of pins over their slew limit & 0 \\
Number of unconstrained endpoints & approximately 42 \\
Worst hold-check slack & between 400 and 500 ps \\
\multicolumn{2}{l}{\textbf{GRT}} \\
Initial antenna violation count & 0 \\
Wire length of the first global-routing pass & between 6000 and 7000 um \\
Total track usage & between 10\% and 20\% \\
Overflow left after global routing & 0 \\
Number of global-route vias before repair & approximately 1,400 \\
Largest net degree at the start of global routing & 28 \\
\multicolumn{2}{l}{\textbf{Place}} \\
Final weighted congestion in routability-driven placement & 0.824 \\
Number of buffer cells added on primary ports & 6 \\
HPWL reported at the end of detailed placement & 2740 um \\
\multicolumn{2}{l}{\textbf{Run}} \\
OpenROAD warning count & 32 \\
Count of maximum capacitance violations & 0 \\
\multicolumn{2}{l}{\textbf{Detailed routing}} \\
Antenna Diode Count & 0 \\
Routed wirelength normalized by instance count & 12.6 um \\
Wire length after detailed routing & 3700 um \\
Post-detailed-route count of antenna-violating nets & 0 \\
Via/cell ratio & between 5 and 6 \\
Number of design-rule violations left by the first detailed-router iteration & about 210 \\
Remaining design rule violation count & 0 \\
Total iterations of the first detailed-routing run & 4 \\
Overall via count from detail\_route & approximately 1,600 \\
\multicolumn{2}{l}{\textbf{Synthesis}} \\
Sequential cell area fraction in the yosys report & a little over two fifths \\
Yosys cell types & $\sim$54 \\
Share of async-settable or async-resettable flops after synthesis & 0\% \\
Syn. warnings & 1 \\
\# Cells Yosys & between 200 and 250 \\
YS chip area & between 2000 and 2500 um2 \\
Flip-flop and latch count after synthesis & 39 \\
Syn Inst Count & 225 \\
Number of enable-type register cells in the synthesized netlist & 18 \\
Post-synthesis area per instance & around 10 um2 \\
Primary flip-flop cell chosen by synthesis mapping & sky130\_fd\_sc\_hd\_\_dfxtp\_1 \\
Total standard cell area after synthesis & around 2200 um2 \\
\multicolumn{2}{l}{\textbf{Finish}} \\
Layout Area Growth over Synthesis & 6.43\% \\
Ratio of cells with drive above 1 in the final layout & under 10\% \\
Fillers & 490 \\
Core Util, Final & between 40\% and 50\% \\
\multicolumn{2}{l}{\textbf{Pwr}} \\
Leakage & roughly 0.8 nW \\
Pwr Total & $\sim$400 uW \\
Maximum vdd ir drop & roughly 0.23 mV \\
Pwr per Cell Area & about 170 nW/um2 \\
\hline
\end{tabular}
==> worst max-delay path, stage by stage (launching register included) <==
cell                      delay, ps
sky130_fd_sc_hd__dfxtp_1        430
sky130_fd_sc_hd__ha_1           290
sky130_fd_sc_hd__nand4_1        160
sky130_fd_sc_hd__or2_0          250
sky130_fd_sc_hd__or3_1          370
sky130_fd_sc_hd__a21oi_2        130
==> routing by layer <==
metal	GRT usage, %	vias up	share of wire, %
met5	0	-	0
met4	0.577	0	0.22
met3	1.70	2	3.4
met2	18.7	29	41
met1	24.5	717	56
li1	-	827	-
==> through the flow <==
| stage | worst slack (ps) | std cells | area [um2] |
|---|---|---|---|
| after global placement | 1790 | 290 | 2320 |
| after floorplan | 1870 | 225 | 2220 |
| after global routing | 1580 | 294 | 2360 |
| final | 1720 | 294 | 2360 |
| after detailed placement | 1750 | 290 | 2320 |
| after CTS | 1730 | 294 | 2360 |
==> flip-flops by register name (all words and copies together) (netlist names) <==
register,flops
data,4
step,2
LCD_RS,1
index,10
counter,20
active,1
LCD_E,1
==> cell type report <==
class	instances	area (um2)	share of cell area, %
flip-flops and latches	39	961	40.7
well taps	70	87.6	3.71
multi-input cells	166	1170	49.6
inverters	8	30.0	1.27
clock buffers	4	45.0	1.91
repair buffers	7	67.6	2.86
==> cell usage after synthesis, types with 2 or more instances <==
master / n / area (um2)
sky130_fd_sc_hd__nor2b_1: 5 / 31.3
sky130_fd_sc_hd__buf_4: 2 / 15.0
sky130_fd_sc_hd__nand3_1: 17 / 85.1
sky130_fd_sc_hd__xnor2_1: 18 / 158
sky130_fd_sc_hd__a41oi_1: 2 / 17.5
sky130_fd_sc_hd__o211ai_1: 4 / 30.0
sky130_fd_sc_hd__ha_1: 10 / 125
sky130_fd_sc_hd__nand2b_1: 5 / 31.3
sky130_fd_sc_hd__and4_1: 3 / 26.3
sky130_fd_sc_hd__xor2_1: 4 / 35.0
sky130_fd_sc_hd__inv_1: 8 / 30.0
sky130_fd_sc_hd__a21oi_1: 6 / 30.0
sky130_fd_sc_hd__and2_1: 2 / 12.5
sky130_fd_sc_hd__nand2_1: 11 / 41.3
sky130_fd_sc_hd__nand4_1: 7 / 43.8
sky130_fd_sc_hd__dfxtp_1: 21 / 420
sky130_fd_sc_hd__or3_1: 3 / 18.8
sky130_fd_sc_hd__mux2i_1: 4 / 40.0
sky130_fd_sc_hd__o311ai_0: 2 / 17.5
sky130_fd_sc_hd__buf_2: 4 / 20.0
sky130_fd_sc_hd__and3_1: 5 / 31.3
sky130_fd_sc_hd__nor4_1: 2 / 12.5
sky130_fd_sc_hd__edfxtp_1: 18 / 541
sky130_fd_sc_hd__nor2_1: 13 / 48.8
sky130_fd_sc_hd__clkbuf_1: 6 / 22.5
sky130_fd_sc_hd__o21ai_0: 8 / 40.0
sky130_fd_sc_hd__mux2_2: 3 / 33.8
sky130_fd_sc_hd__o2111ai_1: 2 / 17.5
sky130_fd_sc_hd__nor3_1: 4 / 20.0
sky130_fd_sc_hd__nor4b_1: 2 / 17.5
==> cells by family (layout without fill, tap and decap cells) <==
kind of cell / after synthesis / in the layout / synth area share, %
AND-OR/OR-AND: 37 / 37 / 11.9
XOR/XNOR: 23 / 23 / 9.41
adder cells (fa/ha/maj): 10 / 10 / 5.64
flip-flops: 39 / 39 / 43.3
multiplexers: 7 / 7 / 3.33
buffers and inverters: 20 / 19 / 3.95
other: 1 / 1 / 0.169
AND/OR/NAND/NOR: 88 / 88 / 22.3
==> path summary, 6_finish.rpt <==
path | startpoint | end | slack (ps) | depth (start not counted)
worst max-delay path | counter[0] | counter[16] | 1720 | 5
worst min-delay path | counter[18] | counter[18] | 460 | 1
worst max register to register | counter[0] | counter[16] | 1720 | 5
worst min register to register | counter[18] | counter[18] | 460 | 1
==> power by group <==
part | total [mW] | leakage (nW) | switching [mW] | internal, mW
sequential | 0.246 | 0.375 | 0 | 0.246
clock | 0.157 | 0.0228 | 0.0741 | 0.0832
combinational | 0.0000171 | 0.403 | 0.0000167 | 0
total | 0.403 | 0.801 | 0.0741 | 0.329
==> placed cells by master, fill, tap and decap left out, types with 3 or more instances in the layout <==
master | synthesis | final
sky130_fd_sc_hd__dfxtp_1 | 21 | 21
sky130_fd_sc_hd__edfxtp_1 | 18 | 18
sky130_fd_sc_hd__xnor2_1 | 18 | 18
sky130_fd_sc_hd__nand3_1 | 17 | 17
sky130_fd_sc_hd__nor2_1 | 13 | 13
sky130_fd_sc_hd__nand2_1 | 11 | 11
sky130_fd_sc_hd__ha_1 | 10 | 10
sky130_fd_sc_hd__inv_1 | 8 | 8
sky130_fd_sc_hd__o21ai_0 | 8 | 8
sky130_fd_sc_hd__nand4_1 | 7 | 7
sky130_fd_sc_hd__a21oi_1 | 6 | 6
sky130_fd_sc_hd__clkdlybuf4s50_1 | 0 | 6
sky130_fd_sc_hd__and3_1 | 5 | 5
sky130_fd_sc_hd__nor2b_1 | 5 | 5
sky130_fd_sc_hd__nand2b_1 | 5 | 5
sky130_fd_sc_hd__nor3_1 | 4 | 4
sky130_fd_sc_hd__xor2_1 | 4 | 4
sky130_fd_sc_hd__o211ai_1 | 4 | 4
sky130_fd_sc_hd__mux2i_1 | 4 | 4
sky130_fd_sc_hd__and4_1 | 3 | 3
sky130_fd_sc_hd__or3_1 | 3 | 3
sky130_fd_sc_hd__mux2_2 | 3 | 3
sky130_fd_sc_hd__clkbuf_8 | 0 | 3
No activity file was given, so power comes from the tool's default toggle rates.

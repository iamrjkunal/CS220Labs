### ./config.mk
export PLATFORM = sky130hd
export DESIGN_NAME = lab9
export DESIGN_NICKNAME = lab9
export VERILOG_FILES = /design/flow/design.v
export SDC_FILE = /design/flow/constraint.sdc
export NUM_CORES = 4
export LEC_CHECK = 1
export CORE_UTILIZATION = 50
### ./run.sh
#!/bin/bash
# OpenROAD 26Q1-2900-gdf79404cd8, Yosys 0.63+post, stock flow scripts
make -C /OpenROAD-flow-scripts/flow DESIGN_CONFIG=/design/flow/config.mk WORK_HOME=/design/flow/orfs finish
### ./design.v
`timescale 1ns / 1ps
module lab9( clk,led);
	 input clk;
	 reg [31:0] memory [0:13];
	 reg [7:0] register [0:31];
	 reg [7:0] data_mem [0:10];
	 reg [4:0] temp1;
	 reg [4:0] temp2;
	 reg [4:0] temp3;
	 reg [7:0] temp4;
	 output reg [7:0] led;
	 reg [2:0] state;
		integer k;
	 reg [7:0] pc;
	 reg [5:0] opcode;
	 reg [5:0] fun;
	 initial begin
		pc= 8'b00001100;
		state=0;
		memory[0]<= 32'b00100100000000100000000000000000;
		memory[1]<= 32'b00100100000000110000000000000000;
		memory[2]<= 32'b00000000001000110010000000101010;
		memory[3]<= 32'b00010000000001000000000000001000;
		memory[4]<= 32'b00100100000001010000000000001010;
		memory[5]<= 32'b00010000101000110000000000000110;
		memory[6]<= 32'b10001100011001100000000000000000;
		memory[7]<= 32'b00000000010000100011000000100001;
		memory[8]<= 32'b00100100011000110000000000000001;
		memory[9]<= 32'b00000000001000110010000000101010;
		memory[10]<=32'b00010100000001001111111111111011;
		memory[11]<=32'b00000011111000000000000000001000;
		memory[12]<=32'b10001100000000010000000000001010;
		memory[13]<=32'b00001100000000000000000000000000;
		data_mem[0]<= 00000000;
		data_mem[1]<= 00000001;
		data_mem[2]<= 00000010;
		data_mem[3]<= 00000011;
		data_mem[4]<= 00000100;
		data_mem[5]<= 00000101;
		data_mem[6]<= 00000110;
		data_mem[7]<= 00000111;
		data_mem[8]<= 00001000;
		data_mem[9]<= 00001001;
		data_mem[10]<= 00001000;
	end
	initial begin
		for(k=0; k<32; k = k+1)begin
			register[k]<=0;
		end
	end
	 reg [31:0] present;
	always@(posedge clk)begin
		if (state==0)begin
			present <= memory[pc];
			state <=1;
			pc <= pc +1;
		end
		else if (state ==1)begin
				opcode <= present[31:26];
				temp1 <= present[25:21];  
				temp2 <= present[20:16];  
				temp4 <= present[7:0];  
				temp3 <= present[15:11];
				fun <= present[5:0];
				state <=2;
		end
		else if ( state ==2)begin
			if(opcode == 6'b100011)begin  
				register[10] <= data_mem[10];
				register[3] <= data_mem[temp1];
				register[temp2]<= register[temp1+temp4];
				if(pc ==12)begin 
					opcode <= 6'b000011;
				end
				else begin
					state <=0;
				end
			end
			if(opcode == 6'b000011)begin
				pc <=0;
				state <=0;
			end
			if(opcode== 6'b001001) begin
				register[temp2]<= register[temp1] + temp4;
				if (pc <5)begin
					pc <= pc +1;
				end
				state <= 0;
			end
			if (opcode ==6'b000000 && fun == 6'b101010) begin
				if(register[temp2] < register[temp1])begin
					register[temp3]<= 8'b00000001;
				end
				else begin
					register[temp3]<= 8'b00000000;
				end
				state <=0;
			end
			if(opcode== 6'b000100)begin
				if(register[temp2] == register[temp1])begin
					if(temp4==8'b00001000)begin
						pc <=11;
						state <=0;
					end 
					else begin
						state <=0;
					end
				end
				else begin
					if(temp4==8'b00000110)begin
					state <=3;
					end
				end
			end
			if (opcode ==6'b000000 && fun == 6'b100001)begin
				register[temp3] <= register[temp1]+register[temp2];
				state <=0;
			end
			if(opcode == 6'b000101)begin
				if( register[temp1]== register[temp2])begin
					 pc <=5;
					 state <=0;
				end
				state <=0;
			end
		end
		else if ( state ==3)begin
			led <= register[2];
		end
	end
endmodule
### ./constraint.sdc
current_design lab9

set clk_period 20.2
set clk_io_pct 0.2

create_clock -name clk0 -period $clk_period [get_ports {clk}]

set non_clock_inputs [all_inputs -no_clocks]
set_input_delay [expr $clk_period * $clk_io_pct] -clock clk0 $non_clock_inputs
set_output_delay [expr $clk_period * $clk_io_pct] -clock clk0 [all_outputs]
==> flow_metrics.env <==
# implementation run metrics
export IMPL_period_minus_slack_ps=7130
export IMPL_post_cts_buffers=0
export IMPL_place_hpwl_mm=26.0
export IMPL_grt_pass1_wl_mm=60.1
export IMPL_cp_top_family="buffers and inverters"
export IMPL_cp_slowest_cell="mux2_4"
export IMPL_dieArea_um2=33000
export IMPL_critPathMaxStageDelay_ps=810
export IMPL_final_core_util_pct=58.0
export IMPL_powerDensity_nw_per_um2=74.7
export IMPL_crit_type="reg2reg"
export IMPL_wirelength_mm=38.9
export IMPL_setup_slack_ps=13070
export IMPL_fp_dieH_um=182
export IMPL_syn_area_um2=16100
export IMPL_clock_fmax_mhz=140
export IMPL_drv_slew=0
export IMPL_yosysCellCount=1263
export IMPL_ioPinCount=9
export IMPL_drt_antenna_violating_nets=0
export IMPL_pre_cts_slack_ps=13020
export IMPL_initial_utilization_pct=51.0
export IMPL_dr_pass1_iters=5
export IMPL_path_cells="buf_4 -> ha_1 -> buf_4 -> mux2_4 -> buf_4 -> mux2i_1 -> a32o_1 -> a221oi_2 -> o22ai_1 -> nor2_1 -> ha_1 -> fa_1 -> a21o_1 -> a21o_1 -> a21oi_1 -> nor2_1 -> nor2_1 -> xor2_1 -> a21oi_1 -> inv_1"
export IMPL_run_status="completed"
export IMPL_routed_via_density=5.69
export IMPL_cp_end_kind="flip-flop"
export IMPL_place_gp_congestion=0.957
export IMPL_synthTopCellsByArea="edfxtp_1, nand2_1, mux2i_1"
export IMPL_routedWlPerCell_um=20.8
export IMPL_synth_top_flop_cell="edfxtp_1"
export IMPL_first_iter_violations=558
export IMPL_synth_area_per_cell_um2=12.8
export IMPL_critPathArrivalTime_ps=7240
export IMPL_max_slew_margin_pct=36.5
export IMPL_rsz0062_at_grt="no"
export IMPL_cts_inserted_buffers=37
export IMPL_vias=10700
export IMPL_skew_ps=12.5
export IMPL_edf_count=310
export IMPL_insertion_delay_ps=510
export IMPL_drcViolationCount=0
export IMPL_worst_pin_slew_ps=944
export IMPL_worst_setup_hold_path_clk_slew_ps=60
export IMPL_synth_warnings=1
export IMPL_h_tree_depth=2
export IMPL_grt_pass1_vias=10400
export IMPL_ys_seq_share_pct=59.2
export IMPL_synth_top_cell_by_area="edfxtp_1"
export IMPL_netlist_area_leader_share_pct=57.7
export IMPL_die_w_um=182
export IMPL_ir_worst_vdd_mv=0.0638
export IMPL_ys_area_um2=16100
export IMPL_syn_inst=1263
export IMPL_core_rowCount=65
export IMPL_cts_hold_fix_buffers=0
export IMPL_cts_resized=0
export IMPL_grtUsageTotal_pct=26.5
export IMPL_cap_violations=0
export IMPL_synth_cell_types=75
export IMPL_period_used_pct=35.3
export IMPL_clockBufferDepth=3
export IMPL_worst_setup_path_start_kind="flip-flop"
export IMPL_grt_overflow=0
export IMPL_fin_tns_setup_ps=0
export IMPL_grt_max_degree=58
export IMPL_async_flop_share_pct=0
export IMPL_core_region_area_um2=31600
export IMPL_hold_path_class="reg2reg"
export IMPL_setup_viol=0
export IMPL_antenna_found_initial=0
export IMPL_layout_drive_gt1_share_pct=10.8
export IMPL_crit_fanout=57
export IMPL_placed_cells=1806
export IMPL_p_leak_nw=6.69
export IMPL_area_delta_synth_final_pct=13.8
export IMPL_port_buffers=8
export IMPL_cts_root_buf="clkbuf_16"
export IMPL_fillers=2563
export IMPL_hold_viol=0
export IMPL_worst_ep_required_time_ps=20310
export IMPL_warnings=36
export IMPL_holdWs_ps=413
export IMPL_ys_ff=322
export IMPL_diodes=0
export IMPL_cts_sinks=322
export IMPL_tritoncts="yes"
export IMPL_final_cells=1872
export IMPL_crit_buf_inv=4
## metrics by stage
step           area [µm²]  total power (W)
2_1_floorplan       16800         0.000764
3_3_place_gp        17200         0.000767
3_5_place_dp        17200         0.000767
4_1_cts             18400          0.00139
5_1_grt             18400          0.00142
6_report            18400          0.00137
## cells in the mapped netlist, types with 9 or more instances
master and instances:
a211oi_1 33, a21o_1 16, a21oi_1 62, a22oi_1 42
a32o_1 22, and2_1 11, buf_2 13, clkbuf_1 41
dfxtp_1 12, edfxtp_1 310, ha_1 33, inv_1 40
mux2_2 38, mux2i_1 54, mux4_2 22, nand2_1 148
nand2b_1 60, nand3_1 9, nor2_1 60, nor3_1 12
o21ai_0 27, o21ai_1 27, o221ai_1 14, xnor2_1 12
## sequential cells by signal, summed over array words and instances, names as in the netlist, named ones only
register,cells
fun,5
led,8
opcode,5
pc,8
present,19
register,256
state,3
temp1,4
temp2,3
temp3,2
## final timing paths
kind / slack (ps) / depth (start not counted) / end / start
max: 13070 / 20 / register[17][6]$_DFFE_PP_ / temp1[0]$_DFFE_PP_
min: 410 / 0 / temp3[1]$_DFFE_PP_ / present[12]$_DFFE_PP_
max reg2reg: 13070 / 20 / register[17][6]$_DFFE_PP_ / temp1[0]$_DFFE_PP_
min reg2reg: 410 / 0 / temp3[1]$_DFFE_PP_ / present[12]$_DFFE_PP_
## per-layer routing
| layer | wire length [µm] | track usage [%] |
|---|---|---|
| met3 | 3480 | 8.20 |
| met5 | 0 | 0 |
| met4 | 1150 | 6.58 |
| met2 | 17900 | 39.1 |
| met1 | 16300 | 42.4 |
## area by class of cell
class                           count  area, µm²  area share, %
Timing Repair Buffer               28        230           1.25
Clock inverter                     16        114          0.620
Sequential cell                   322       9550           52.0
Clock buffer                       50       1020           5.54
Inverter                           41        156          0.852
Tap cell                          402        503           2.74
Multi-Input combinational cell   1013       6790           37.0
## layout by cell type, fill, tap and decap left out, drive strengths merged, types with 6 or more instances in the layout
cell type / count
o22ai: 7
nand2: 149
nand4: 7
a211oi: 33
ha: 33
a22oi: 42
nand3: 9
xor2: 6
clkbuf: 50
clkinv: 12
buf: 20
edfxtp: 310
a221oi: 12
nand2b: 60
nor3: 12
and2: 11
nor2b: 6
nor4: 7
a21oi: 63
clkdlybuf4s50: 8
mux2i: 56
xnor2: 13
inv: 43
o31ai: 8
conb: 184
and3: 7
o21a: 7
dfxtp: 12
nor2: 61
o21ai: 56
mux4: 22
a21o: 16
o221ai: 16
a32o: 22
mux2: 40
## report_power, final
part,total (W),switching (W),internal (W)
combinational,0.0000135,0.00000951,0.00000403
sequential,0.000740,0.00000309,0.000737
clock,0.000617,0.000250,0.000367
## worst register-to-register path, stage by stage, from the launching register on
cell	delay, ps
edfxtp_1	320
buf_4	490
ha_1	250
buf_4	460
mux2_4	840
buf_4	640
mux2i_1	300
a32o_1	180
a221oi_2	60
o22ai_1	400
nor2_1	150
ha_1	270
fa_1	460
a21o_1	170
a21o_1	190
a21oi_1	150
nor2_1	50
nor2_1	100
xor2_1	80
a21oi_1	620
inv_1	540
## cells by family (layout without fill, tap and decap cells)
logic type | after synthesis | after routing | share of synthesized area (%)
compound gates | 308 | 308 | 13.6
xor+xnor | 19 | 19 | 1.08
fa+ha+maj | 36 | 36 | 2.93
buf+inv | 111 | 135 | 3.27
flops | 322 | 322 | 59.2
mux | 118 | 118 | 9.51
other cells | 1 | 184 | 0.0232
simple gates | 348 | 348 | 10.4
Power figures rest on the tool's default switching activity, not on a simulated workload.

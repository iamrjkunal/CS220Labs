**/design/flow/design.v**
```verilog
`timescale 1ns / 1ps
module LCD_top(clk,LCD_RS,LCD_E,LCD_W,data);
  output wire LCD_RS,LCD_E,LCD_W;
  output wire [3:0] data;
  input clk;
  reg [127:0] LINE1,LINE2;
  lcd_driver driverm(.clk(clk),.LINE1("WELCOME TO CSE  "),.LINE2("I.I.T. KANPUR   "),.LCD_RS(LCD_RS),.LCD_E(LCD_E),.LCD_W(LCD_W),.data(data));
  initial begin
  end
endmodule  
module lcd_driver ( clk, LINE1,LINE2,LCD_RS,LCD_E,LCD_W,data);
  input clk;
  input [127:0] LINE1,LINE2;
  output wire LCD_RS,LCD_E,LCD_W;
  output wire [3:0] data;
  wire [22:0] addr;
  wire [6:0] state;
  wire [1:0] counter;
  reg [22:0] addr_q,addr_d;
  reg [1:0] counter_q,counter_d;
  reg [6:0] state_q,state_d;
  reg [55:0] config_data;
  reg [0:319] mdata;
  wire rst,inc,operation;
  reg [8:0] lindex,rindex,r1index,l1index;
  reg RS_Signal;
  reg [3:0] data_out;
  LCD_base_driver driver(.RS_Signal(RS_Signal),.data_in(data_out),.counter(counter_q),.LCD_E(LCD_E),.LCD_W(LCD_W),.LCD_RS(LCD_RS),.data(data));
  assign state=state_q;
  assign addr=addr_q;
  assign counter=counter_q;
  assign process=(state<81);
  assign rst= (addr==1000000);
  assign inc= (counter==2'b00);
  assign operation = (state<4'd14) || state==6'd47 || state==6'd48;
  initial begin
    addr_q=23'd0;
    addr_d=23'd0;
    state_q=2'd0;
    counter_q=2'd0;
    data_out=4'h0;
    RS_Signal=1'b0;
  end
  always @(*) begin
    addr_d=addr_q+1'b1;
    counter_d=counter_q+1'b1;
    lindex=state_q<<2;
    rindex=lindex+2'b11;
	 l1index=lindex+2'b01;
	 r1index=lindex+2'b10;
    config_data=56'h333228060C0180;
    mdata={{config_data[55:0]},{LINE1[127:0]},{8'hC0},{LINE2[127:0]}};
	 if(process)
      state_d=state_q+1'b1;
	 else
	   state_d=7'd0;
  end
  always @(posedge clk) begin
    if (rst) begin
      addr_q<=27'd0;
      counter_q<=counter_d;
      if(inc) 
        state_q<=state_d;
    end
    else begin
      addr_q<=addr_d;
    end
  end
  always @(posedge clk) begin
    data_out[0]=mdata[rindex];
	 data_out[3]=mdata[lindex];
	 data_out[1]=mdata[r1index];
	 data_out[2]=mdata[l1index];
    RS_Signal= ~operation;
  end
endmodule
module LCD_base_driver(RS_Signal,data_in,counter,LCD_E,LCD_W,LCD_RS,data);
  input RS_Signal;
  input [1:0] counter;
  input [3:0] data_in;
  output wire LCD_RS,LCD_E,LCD_W;
  output wire [3:0] data; 
  reg LCD_RSr,LCD_Er;
  reg [3:0] datar;
  assign LCD_RS=LCD_RSr;
  assign LCD_E=LCD_Er;
  assign LCD_W=1'b0;
  assign data=datar;
  always @(RS_Signal or counter or data_in)
    case(counter)
      2'd0:begin
             LCD_Er=0;
             LCD_RSr=0;
             datar=data_in;
           end
      2'd1:begin
             LCD_Er=0;
             LCD_RSr=RS_Signal;
             datar=data_in;
           end
      2'd2:begin
             LCD_Er=1;
             LCD_RSr=RS_Signal;
             datar=data_in;
           end
      2'd3:begin
             LCD_Er=0;
             LCD_RSr=RS_Signal;
             datar=data_in;
           end
    endcase
endmodule     
```
**/design/flow/run.sh**
```bash
#!/bin/bash
# OpenROAD 26Q1-2900-gdf79404cd8, Yosys 0.63+post, stock flow scripts
make -C /OpenROAD-flow-scripts/flow DESIGN_CONFIG=/design/flow/config.mk WORK_HOME=/design/flow/orfs finish
```
**/design/flow/config.mk**
```make
export PLATFORM = sky130hd
export DESIGN_NAME = LCD_top
export DESIGN_NICKNAME = LCD_top
export VERILOG_FILES = /design/flow/design.v
export SDC_FILE = /design/flow/constraint.sdc
export NUM_CORES = 4
export LEC_CHECK = 1
export CORE_UTILIZATION = 30
```
**/design/flow/constraint.sdc**
```tcl
current_design LCD_top

set clk_period 3.0
set clk_io_pct 0.2

create_clock -name clk0 -period $clk_period [get_ports {clk}]

set non_clock_inputs [all_inputs -no_clocks]
set_input_delay [expr $clk_period * $clk_io_pct] -clock clk0 $non_clock_inputs
set_output_delay [expr $clk_period * $clk_io_pct] -clock clk0 [all_outputs]
```
==> impl_metrics.json <==
{
  "period_used_pct": 74.38,
  "place.gp.congestion": 0.8817,
  "cts_resized": 0,
  "power_leakage_nw": 0.9324,
  "track_usage_pct": 12.60,
  "setup_viol": 0,
  "clock_sinks": 37,
  "status": "complete, no violations",
  "slowest_delay_ns": 0.64,
  "grt_max_degree": 32,
  "ys_sh_simple_pct": 26.37,
  "crit_type": "reg -> reg",
  "rows": 30,
  "drc": 0,
  "synth_warnings": 4,
  "hold_class": "reg -> reg",
  "mux_area_share_pct": 0.9034,
  "synthTopLogicFamily": "simple AND/OR/NAND/NOR gates",
  "io_buffers": 6,
  "n_antenna_cell": 0,
  "dp_hpwl_um": 3071,
  "ys_ff": 37,
  "pre_cts_slack_ns": 0.7781,
  "cp.required_ns": 3.22,
  "synth-main-ff-cell": "dfxtp_1",
  "synth_cell_type_count": 53,
  "worstMarginPinSlew_ns": 0.8442,
  "antenna_found_initial": 0,
  "fp.dieW_um": 87.95,
  "syn-instance-count": 256,
  "cts_setup_buffers": 0,
  "ys_chip_area_mm2": 0.002216,
  "syn_avg_cell_area_um2": 8.656,
  "cts_inserted_buffers": 5,
  "slew_violations": 0,
  "fin_crit_ns": 2.231,
  "viasPerCell": 5.079,
  "drt-pass1-iter-count": 4,
  "cp-start-kind": "flop",
  "irDropWorstVdd_uv": 228.5,
  "arrival_ns": 2.45,
  "num_vias": 1793,
  "tritoncts": "built",
  "setup.worst_path.end_class": "flop",
  "ys_seq_share_pct": 37.49,
  "ctsHoldBuffers": 0,
  "pin_count": 8,
  "max-cap-violations": 0,
  "root_buffer": "clkbuf_8",
  "cp_slowest_cell": "edfxtp_1",
  "wl_per_cell_um": 12.32,
  "layout_setup_ws_ns": 0.7687,
  "grt_pass1_vias": 1622,
  "dieArea_mm2": 0.007734,
  "ys_cells": 256,
  "power_density_mw_per_mm2": 375.3,
  "relSlewSlack_pct": 43.72,
  "wirelength_um": 4349,
  "edf_count": 9,
  "xor_share_pct": 8.696,
  "path_cells": "inv_1 -> ha_1 -> nor2_1 -> nand3_1 -> or4_1 -> o21ai_0",
  "htree_levels": 2,
  "core_area_mm2": 0.006982,
  "dieHeight_um": 87.95,
  "syn_area_mm2": 0.002216,
  "initCoreUtil_pct": 31.74,
  "clk_pin_slew_ns": 0.07,
  "grt.overflow.total": 0,
  "synthArstFlopShare_pct": 0,
  "max_freq_ghz": 0.4482,
  "ant_nets": 0,
  "hold_viol_final": 0,
  "finalClockSkew_ns": 0.005234,
  "clk_latency_ns": 0.29,
  "setup_tns_ns": 0,
  "ys_sh_aoi_pct": 15.87,
  "rsz0062_at_grt": "no",
  "fa_ha_area_share_pct": 5.647,
  "grt_first_pass_wirelength_um": 7596,
  "crit_path_max_fanout": 16,
  "syn2layout_area_growth_pct": 10.84,
  "log.warning_count": 31,
  "drive_gt1_share_pct": 5.837,
  "drt-initial-drc-count": 173,
  "fillers": 736,
  "clockBufferDepth": 2
}
==> layout by cell type (no fill, tap or decap), types with 2 or more instances in the layout <==
cell             count
a211oi_1             2
a21boi_0             2
a21o_1               3
a21oi_1             10
a31o_2               2
a31oi_1              2
and3_1               3
clkbuf_8             6
clkdlybuf4s50_1      6
dfxtp_1             28
edfxtp_1             9
ha_1                10
inv_1               13
mux2i_1              2
nand2_1             17
nand2b_1             6
nand3_1              9
nand4_1              5
nor2_1              21
nor2b_1              9
nor3_1               8
nor3b_1              4
nor4_1               3
nor4b_1              3
o211a_1              2
o211ai_1             2
o21ai_0             14
or2_2                2
or3_1                5
or4_1                4
xnor2_1             15
xor2_1               7
==> stage by stage <==
stage	cell area, µm²	utilization, %	cells	power (W)	hold WS [ns]
after detailed placement	2345	33.58	345	0.0005189	0.4467
after floorplan	2216	-	256	0.0005198	0.4318
after global routing	2456	35.18	353	0.0009624	0.4718
after CTS	2456	35.18	353	0.0009360	0.4583
after global placement	2345	33.58	345	0.0005189	0.4455
final	2456	35.18	353	0.0009218	0.4586
==> cells in the mapped netlist, types with 4 or more instances <==
master / count / area (µm²)
dfxtp_1: 28 / 560.5
nor2_1: 21 / 78.83
nand2_1: 17 / 63.81
xnor2_1: 15 / 131.4
o21ai_0: 14 / 70.07
inv_1: 13 / 48.80
clkbuf_1: 11 / 41.29
a21oi_1: 10 / 50.05
ha_1: 10 / 125.1
edfxtp_1: 9 / 270.3
nand3_1: 9 / 45.04
nor2b_1: 9 / 56.30
nor3_1: 8 / 40.04
xor2_1: 7 / 61.31
nand2b_1: 6 / 37.54
nand4_1: 5 / 31.28
or3_1: 5 / 31.28
nor3b_1: 4 / 30.03
or4_1: 4 / 30.03
==> worst paths after layout <==
kind	slack, ns	start	endpoint	cells after the start
setup / recovery	0.77	driverm.state_q[4]$_SDFFCE_PP0P_	driverm.data_out[3]$_DFF_P_	6
hold / removal	0.46	driverm.addr_q[22]$_SDFF_PP0_	driverm.addr_q[22]$_SDFF_PP0_	1
setup reg to reg	0.77	driverm.state_q[4]$_SDFFCE_PP0P_	driverm.data_out[3]$_DFF_P_	6
hold reg to reg	0.46	driverm.addr_q[22]$_SDFF_PP0_	driverm.addr_q[22]$_SDFF_PP0_	1
==> cells by family (layout without fill, tap and decap cells) <==
logic type | after synthesis | in the layout
AND-OR/OR-AND | 51 | 51
other | 1 | 1
AND/OR/NAND/NOR | 106 | 106
buffers and inverters | 27 | 28
adder cells (fa/ha/maj) | 10 | 10
multiplexers | 2 | 2
flip-flops | 37 | 37
XOR/XNOR | 22 | 22
==> sequential cells by signal, indices dropped and copies added, names as in the netlist <==
register / flops
driverm.data_out: 4
driverm.RS_Signal: 1
driverm.addr_q: 23
driverm.state_q: 7
driverm.counter_q: 2
==> critical path: cells and delay by family (launching register included) <==
kind                     cells  cell delay [ns]
adder cells (fa/ha/maj)      1             0.43
flip-flops                   1             0.64
AND/OR/NAND/NOR              3             0.86
AND-OR/OR-AND                1             0.08
buffers and inverters        1             0.15
==> area by class of cell <==
cell class | count | area [µm²] | area share (%)
clock buffers | 8 | 111.4 | 4.534
flip-flops and latches | 37 | 830.8 | 33.83
repair buffers | 7 | 67.56 | 2.751
multi-input cells | 192 | 1277 | 52.01
well taps | 96 | 120.1 | 4.890
inverters | 13 | 48.80 | 1.987
==> metal layers <==
layer	GRT usage [%]	wire [µm]	up-vias
li1	-	-	911
met1	19.19	2131	818
met2	20.01	1928	59
met3	1.908	242	5
met4	1.490	46	0
met5	0	0	-
==> power by group <==
group	internal [W]	total (W)	switching, W
registers	0.000507	0.000507	0
clock network	0.000238	0.000414	0.000177
logic	0	0.0000000189	0.0000000184
total	0.000745	0.000922	0.000177
Power and IR drop assume default switching activity.
